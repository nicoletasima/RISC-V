==> run.sh <==
#!/bin/bash
# OpenROAD 26Q1-2900-gdf79404cd8, Yosys 0.63+post, stock flow scripts
make -C /OpenROAD-flow-scripts/flow DESIGN_CONFIG=/design/flow/config.mk WORK_HOME=/design/flow/orfs finish
==> config.mk <==
export PLATFORM = sky130hd
export DESIGN_NAME = EX
export DESIGN_NICKNAME = EX
export VERILOG_FILES = /design/flow/design.v
export SDC_FILE = /design/flow/constraint.sdc
export NUM_CORES = 4
export LEC_CHECK = 1
export CORE_UTILIZATION = 30
==> constraint.sdc <==
current_design EX

set clk_period 25.8
set clk_io_pct 0.2

create_clock -name clk0 -period $clk_period

set non_clock_inputs [all_inputs -no_clocks]
set_input_delay [expr $clk_period * $clk_io_pct] -clock clk0 $non_clock_inputs
set_output_delay [expr $clk_period * $clk_io_pct] -clock clk0 [all_outputs]
==> design.v <==
`timescale 1ns / 1ps
module ALU(input [3:0] ALUop,
           input [31:0] ina,inb,
           output zero,
           output reg [31:0] out);
    always@(*) begin
    case(ALUop)
      4'b0000: out = ina & inb;          
      4'b0001: out = ina | inb;          
      4'b0010: out = ina + inb;          
      4'b0011: out = ina ^ inb;          
      4'b0100: out = ina << inb;    	 
      4'b0101: out = ina >> inb;   	     
      4'b0110: out = ina - inb;          
      4'b0111: out = (ina < inb) ? 32'b1 : 32'b0;       		         
      4'b1000: out = ($signed(ina) < $signed(inb)) ? 32'b1 : 32'b0;      
      4'b1001: out = ina >>> inb;        
    endcase
  end
  assign zero = (out == 32'b0) ? 1'b1 : 1'b0;
endmodule
`timescale 1ns / 1ps
module ALUcontrol(input [1:0] ALUop,
                  input [6:0] funct7,
                  input [2:0] funct3,
                  output reg [3:0] ALUinput);
    always@(ALUop, funct3, funct7)
    begin
        casex({ALUop, funct3, funct7})
            12'b00xxxxxxxxxx: ALUinput <= 4'b0010;    
            12'b100000000000: ALUinput <= 4'b0010;    
            12'b100000100000: ALUinput <= 4'b0110;    
            12'b101110000000: ALUinput <= 4'b0000;    
            12'b101100000000: ALUinput <= 4'b0001;    
            12'b11110xxxxxxx: ALUinput <= 4'b0001;    
            12'b101000000000: ALUinput <= 4'b0011;    
            12'b1x1010000000: ALUinput <= 4'b0101;    
            12'b1x0010000000: ALUinput <= 4'b0100;    
            12'b1x1010100000: ALUinput <= 4'b1001;    
            12'b100110000000: ALUinput <= 4'b0111;    
            12'b100100000000: ALUinput <= 4'b1000;    
            12'b0100xxxxxxxx: ALUinput <= 4'b0110;    
            12'b0110xxxxxxxx: ALUinput <= 4'b1000;    
            12'b0111xxxxxxxx: ALUinput <= 4'b0111;    
        endcase
    end                  
endmodule
`timescale 1ns / 1ps
module EX(input [31:0] IMM_EX,           
          input [31:0] REG_DATA1_EX,     
          input [31:0] REG_DATA2_EX,     
          input [31:0] PC_EX,            
          input [2:0] FUNCT3_EX,         
          input [6:0] FUNCT7_EX,         
          input [4:0] RD_EX,             
          input [4:0] RS1_EX,            
          input [4:0] RS2_EX,            
          input RegWrite_EX,             
          input MemtoReg_EX,             
          input MemRead_EX,              
          input MemWrite_EX,             
          input [1:0] ALUop_EX,          
          input ALUSrc_EX,               
          input Branch_EX,               
          input [1:0] forwardA, forwardB, 
          input [31:0] ALU_DATA_WB,      
          input [31:0] ALU_OUT_MEM,      
          output ZERO_EX,                
          output [31:0] ALU_OUT_EX,      
          output [31:0] PC_Branch_EX,    
          output [31:0] REG_DATA2_EX_FINAL   
          );
    wire[3:0] ALUinput;
    wire[31:0] mux1_out;
    wire[31:0] mux3_out;
    mux4_1 mux1(REG_DATA1_EX, ALU_DATA_WB, ALU_OUT_MEM, forwardA, mux1_out);
    mux4_1 mux2(REG_DATA2_EX, ALU_DATA_WB, ALU_OUT_MEM, forwardB, REG_DATA2_EX_FINAL);   
    mux2_1 mux3_EX(REG_DATA2_EX_FINAL, IMM_EX, ALUSrc_EX, mux3_out);
    ALUcontrol alu_control(ALUop_EX, FUNCT7_EX, FUNCT3_EX, ALUinput);
    ALU alu(ALUinput, mux1_out, mux3_out, ZERO_EX, ALU_OUT_EX);
    adder AddSum(PC_EX, IMM_EX, PC_Branch_EX); 
endmodule
`timescale 1ns / 1ps
module adder(input [31:0] ina, inb, output reg [31:0] out);
   always@(ina, inb)
   begin
        out = ina + inb; 
   end                
endmodule
`timescale 1ns / 1ps
module mux2_1(input[31:0] ina, inb, input sel, output[31:0] out);
    reg[31:0] out1;
    always@(ina, inb, sel)
    begin
    if (sel == 0)
        out1 = ina;
    else if (sel == 1)
        out1 = inb;
    end
    assign out = out1;
endmodule
`timescale 1ns / 1ps
module mux4_1(input[31:0] ina, input[31:0] inb, input[31:0] inc,
            input[1:0] sel,
            output reg [31:0] out
    );
    always@(ina, inb, inc, sel)
    begin
        case(sel)
            2'b00: out = ina;
            2'b01: out = inb;
            2'b10: out = inc;
        endcase
    end
endmodule
==> impl_metrics.py <==
# Generated from Yosys and OpenROAD reports
metrics = {
    "status": {
        "outcome": "finished clean",
    },
    "grt": {
        "total_congestion_overflow": 0,
        "grtUsageMet1_pct": 40.2,
        "use_met2_pct": 45.0,
        "grt_pass1_wl_um": 101000,
        "grt-busiest-layer": "met2",
        "grt_max_degree": 74,
        "grt_antenna_before_repair": 1,
        "groute.usage.overall_pct": 29.2,
        "first_global_vias": 15700,
        "groute.layer.met3.usage_pct": 6.94,
    },
    "sta": {
        "layout_worst_path_cycle_share_pct": 55.4,
        "untimed_endpoints": 165,
        "timing.final.hold_violations": 0,
        "post_layout_worst_setup_margin_ns": 11.50,
        "rsz0062_at_grt": "false",
        "worstMarginPinSlew_ns": 0.957,
        "maxSlewHeadroom_pct": 36.0,
        "timing.final.setup_violations": 0,
        "max_clock_freq_ghz": 0.0699,
        "totalNegativeSetupSlack_ns": 0,
        "period_needed_ns": 14.31,
        "number_of_register_pins_that_no_clock_reaches": 100,
        "final_slew_violations": 0,
    },
    "placement": {
        "global_placer_s_final_weighted_congestion": 1.03,
        "post-place-cells": 2803,
        "hpwlAfterDp_um": 54700,
        "place_ws_ns": 11.58,
        "port_buffers": 306,
        "placed_cell_area_um2": 17100,
    },
    "floorplan": {
        "floorplan.core_area_um2": 44500,
        "die_area_um2": 46200,
        "floorplan.die.height_um": 215,
        "floorplan.initialDensity_pct": 30.6,
        "placementRows": 77,
        "floorplan.io_pins": 326,
        "die_width_um": 215,
    },
    "finish": {
        "fraction_of_layout_instances_using_a_drive_strength_above_1_pct": 3.93,
        "area_growth_pct": 25.9,
        "filler_cell_count": 4699,
        "final_cells": 2803,
        "stdcell_area_um2": 17100,
    },
    "critical_path": {
        "cp.arrival_ns": 9.15,
        "category_of_the_worst_setup_path_launch_point": "input port",
        "cp-startpoint": "IMM_EX[0]",
        "endpoint_kind": "output port",
        "worst_path_class_setup": "input port to output port",
        "cp_cell_sequence": "clkdlybuf4s50_1, ha_1, inv_1, fa_1, nor2b_1, o21ai_0, a21boi_0, o21a_1, o21ai_0, a21oi_1, a211o_1, a31o_2, a21oi_1, xnor2_1, clkdlybuf4s50_1",
        "cp_data_required_time_ns": 20.64,
        "cpPeakStageDelay_ns": 0.49,
        "timing.critical_path.slowest_stage_cell": "sky130_fd_sc_hd__clkdlybuf4s50_1",
        "timing.critical_path.fanout_max": 4,
    },
    "yosys": {
        "synth_async_reset_ratio_pct": 0,
        "netlist_area_um2": 13600,
        "yosys-top-cells-count": "229 x sky130_fd_sc_hd__nor2_1, 210 x sky130_fd_sc_hd__o21ai_0, 199 x sky130_fd_sc_hd__nand2_1",
        "post_synth_inst_count": 2011,
        "netlist.top_cell.by_area": "sky130_fd_sc_hd__ha_1",
        "count_of_library_flops_with_an_enable_pin": 0,
        "syn_area_per_cell_um2": 6.76,
        "yosys_cells": 2011,
        "yosys-top-cells-area": "sky130_fd_sc_hd__ha_1 13%, sky130_fd_sc_hd__dlxtn_1 11%, sky130_fd_sc_hd__o21ai_0 7.7%",
        "ys.flop_type": "sky130_fd_sc_hd__dlxtn_1",
        "yosys_area_um2": 13600,
        "synth_cell_types": 79,
        "ys_warn_count": 5,
        "synth-seq-cells": 100,
        "post-synth-top-count-cell": "sky130_fd_sc_hd__nor2_1",
        "post-synth-top-area-fraction_pct": 12.5,
    },
    "drt": {
        "antennaDiodeCount": 0,
        "postRouteAntennaNets": 0,
        "route.vias.total": 16600,
        "postRouteWirelength_um": 68200,
        "routed_wire_length_per_instance_um": 24.3,
        "drt_pre_antenna_iters": 6,
        "detail_route.vias_per_cell": 5.92,
        "drtIter0Drc": 1412,
        "remaining_drc_errors": 0,
    },
    "clock_network": {
        "post_cts.repair.setup_buffers": 0,
        "cts.hold.buffers_added": 0,
        "cts-resized-gates": 0,
    },
    "pwr": {
        "post-layout-total-power_mw": 0.331,
        "peakVddDrop_uv": 20.6,
        "power.static_leakage_nw": 7.00,
        "powerDensity_nw_per_um2": 19.4,
    },
    "worst_hold_path": {
        "hold_path.class": "input port to output port",
        "hold_path_startpoint": "PC_EX[0]",
    },
    "run": {
        "maxCapViolations": 0,
        "warning_count": 123,
    },
}
-- worst max-delay path: cells and delay by family --
family,cells,cell delay [ns]
xor gates and xnor gates,1,0.14
buffers and inverters,3,1.06
and+or+nand+nor,1,0.05
adders and majority gates,2,0.48
AOI/OAI and AO/OA,8,2.25
-- state kept, by name, summed over array words and instances, names as in the netlist --
signal	flops
mux2.out	32
alu_control.ALUinput	4
alu.out	32
mux1.out	32
-- final cells by class --
cell class	count	area, um2	area share [%]
flip-flops and latches	100	1500	8.77
inverters	111	417	2.43
well taps	592	741	4.33
multi-input cells	1663	11200	65.2
repair buffers	337	3290	19.2
-- per-stage QoR --
| stage | util, % | hold slack (ns) |
|---|---|---|
| 2_1_floorplan | - | 10.39 |
| 3_3_place_gp | 38.5 | 11.37 |
| 3_5_place_dp | 38.5 | 11.36 |
| 4_1_cts | 38.5 | 11.38 |
| 5_1_grt | 38.5 | 11.41 |
| 6_report | 38.5 | 11.37 |
-- worst paths after layout --
path | end | slack [ns] | depth (start not counted)
min | PC_Branch_EX[0] | 11.37 | 3
max | PC_Branch_EX[30] | 11.50 | 15
-- cells in the final DEF (no fill, tap or decap), types with 8 or more instances in the layout --
master | netlist | routed
sky130_fd_sc_hd__and3_1 | 12 | 12
sky130_fd_sc_hd__a211oi_1 | 25 | 25
sky130_fd_sc_hd__clkdlybuf4s50_1 | 0 | 305
sky130_fd_sc_hd__nor2_1 | 229 | 228
sky130_fd_sc_hd__a21oi_1 | 160 | 159
sky130_fd_sc_hd__inv_1 | 106 | 106
sky130_fd_sc_hd__nor3_1 | 52 | 52
sky130_fd_sc_hd__xnor2_1 | 42 | 42
sky130_fd_sc_hd__o311ai_0 | 8 | 8
sky130_fd_sc_hd__mux2i_1 | 81 | 79
sky130_fd_sc_hd__a22oi_1 | 74 | 74
sky130_fd_sc_hd__o2111ai_1 | 9 | 9
sky130_fd_sc_hd__ha_1 | 136 | 134
sky130_fd_sc_hd__buf_4 | 1 | 31
sky130_fd_sc_hd__a31oi_1 | 31 | 31
sky130_fd_sc_hd__o31ai_1 | 18 | 18
sky130_fd_sc_hd__nand2_1 | 199 | 199
sky130_fd_sc_hd__nand2b_1 | 19 | 19
sky130_fd_sc_hd__nand3_1 | 33 | 33
sky130_fd_sc_hd__nor2b_1 | 20 | 19
sky130_fd_sc_hd__o21ai_0 | 210 | 210
sky130_fd_sc_hd__o211ai_1 | 30 | 30
sky130_fd_sc_hd__nand4_1 | 10 | 10
sky130_fd_sc_hd__dlxtn_1 | 100 | 100
sky130_fd_sc_hd__o21bai_1 | 9 | 9
sky130_fd_sc_hd__xor2_1 | 10 | 10
sky130_fd_sc_hd__a21o_1 | 25 | 25
sky130_fd_sc_hd__o22ai_1 | 15 | 15
sky130_fd_sc_hd__a221oi_1 | 12 | 12
sky130_fd_sc_hd__o21a_1 | 14 | 14
sky130_fd_sc_hd__o221ai_1 | 11 | 11
sky130_fd_sc_hd__or3_1 | 18 | 18
sky130_fd_sc_hd__mux4_2 | 24 | 24
sky130_fd_sc_hd__a211o_1 | 9 | 9
sky130_fd_sc_hd__nor4_1 | 28 | 28
-- logic make-up after synthesis --
logic type,Yosys count,share of synthesized area (%)
compound gates,716,33.5
buf+inv,248,7.10
latches,100,11.0
simple gates,645,21.4
xor+xnor,52,3.35
mux,111,10.7
fa+ha+maj,139,13.0
-- metal layers --
layer	vias up	part of all wire [%]	routed length (um)
met5	-	0.023	16
met4	2	4.0	2750
met3	122	9.9	6740
met2	880	44	30000
met1	7800	42	28700
li1	7794	-	-
-- report_power, final --
| part | switching [mW] | internal, mW |
|---|---|---|
| clock | 0 | 0 |
| combinational | 0.174 | 0.137 |
| sequential | 0.00740 | 0.0129 |
Power figures rest on the tool's default switching activity, not on a simulated workload.
